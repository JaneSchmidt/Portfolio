### flow/design.v
`timescale 1ns / 1ps
module ElevCtrl(
    input        clk,  
    input        rst,  
    input [3:0]  floorBtn,
    output logic [1:0] floorSel,
    output logic       door
);
enum { ONE_O, ONE_C, TWO_O, TWO_C, THREE_O, THREE_C, FOUR_O, FOUR_C} floor, nextfloor;
logic [4:0] nextsaveBtn;
logic [4:0] saveBtn;
always_ff @ (posedge clk) begin
    if(rst) begin
        floor <= ONE_O;
        saveBtn <= 4'b0000;
        end
    else begin
        floor <= nextfloor;
        saveBtn <= nextsaveBtn;;
        end
end
always_comb begin
    nextfloor = floor;
    door = 1'h1;
    floorSel = 2'h0;
    nextsaveBtn = saveBtn;
    case(floor) 
        ONE_O: begin
            floorSel = 2'h0;
            door = 1'h1;
            nextsaveBtn = floorBtn;
            if(nextsaveBtn > 4'b0001)
                nextfloor = ONE_C;
            else 
               nextfloor = floor;
        end
        ONE_C: begin
            floorSel = 2'h0;
            door = 1'h0;
            if(saveBtn == 4'b0001)
                nextfloor = ONE_O;
            else
                nextfloor = TWO_C;
        end
        TWO_O: begin
            floorSel = 2'h1;
            door = 1'h1;
            nextsaveBtn = floorBtn;
            if(nextsaveBtn == 4'b0010 | nextsaveBtn == 4'b0000)
                nextfloor = floor;
            else begin
                nextfloor = TWO_C;
            end
        end
        TWO_C: begin
            floorSel = 2'h1;
            door = 1'h0;
            if(saveBtn == 4'b0010)
                nextfloor = TWO_O;
            else if(saveBtn == 4'b0001)
                nextfloor = ONE_C;
            else
                nextfloor = THREE_C;
        end
        THREE_O:begin
            floorSel = 2'h2;
            nextsaveBtn = floorBtn;
            if(nextsaveBtn == 4'b0100 | nextsaveBtn == 4'b0000)
                nextfloor = floor;
            else begin
                door = 1'h0;
                nextfloor = THREE_C;
            end
        end
        THREE_C:begin
            floorSel = 2'h2;
            door = 1'h0;
            if(saveBtn == 4'b0100)
                nextfloor = THREE_O;
            else if(saveBtn > 4'b0100)
                nextfloor = FOUR_C;
            else
                nextfloor = TWO_C;
        end 
        FOUR_O: begin
            floorSel = 2'h3;
            door = 1'h1;
            nextsaveBtn = floorBtn;
            if(nextsaveBtn == 4'b1000 | nextsaveBtn == 4'b0000)
                nextfloor = floor;
            else begin
                door = 1'h0;
                nextfloor = FOUR_C;
            end
        end
        FOUR_C: begin
            floorSel = 2'h3;
            door = 1'h0;
            if(saveBtn == 4'b1000)
                nextfloor = FOUR_O;
            else
                nextfloor = THREE_C;
        end    
    endcase
end
endmodule 
### flow/run.sh
#!/bin/bash
# OpenROAD 26Q1-2900-gdf79404cd8, Yosys 0.63+post, stock flow scripts
make -C /OpenROAD-flow-scripts/flow DESIGN_CONFIG=/design/flow/config.mk WORK_HOME=/design/flow/orfs finish
### flow/config.mk
export PLATFORM = sky130hd
export DESIGN_NAME = ElevCtrl
export DESIGN_NICKNAME = ElevCtrl
export VERILOG_FILES = /design/flow/design.v
export SDC_FILE = /design/flow/constraint.sdc
export NUM_CORES = 4
export LEC_CHECK = 1
export CORE_AREA = 10 10 70 70
export DIE_AREA = 0 0 80 80
### flow/constraint.sdc
current_design ElevCtrl

set clk_period 1.8
set clk_io_pct 0.2

create_clock -name clk0 -period $clk_period [get_ports {clk}]

set non_clock_inputs [all_inputs -no_clocks]
set_input_delay [expr $clk_period * $clk_io_pct] -clock clk0 $non_clock_inputs
set_output_delay [expr $clk_period * $clk_io_pct] -clock clk0 [all_outputs]
==> impl_metrics.json <==
{
  "outcome": "complete, but fails checks",
  "failed_checks": "setup timing",
  "critPathCaptureType": "output port",
  "critPathArrivalTime_ns": 1.49,
  "ys_area_um2": 565.5,
  "viasPerCell": 4.047,
  "cts.sinks": 12,
  "cts_hold_buf": 0,
  "io_pins": 9,
  "routed_wl_mm": 1.299,
  "power_mw": 0.6012,
  "yosys.stat.seqShare_pct": 42.48,
  "drive_above_1_share_pct": 33.33,
  "syn_inst": 60,
  "ys_sh_simple_pct": 32.52,
  "hold_path_class": "reg2reg",
  "fin_ws_ns": -0.05401,
  "muxShareOfSynthArea_pct": 7.080,
  "ys_sh_aoi_pct": 14.82,
  "fin_worst_skew_ns": 0.006860,
  "wl_per_cell_um": 10.23,
  "lay_top_cells": "10 x buf_4, 9 x dfxtp_1, 7 x nand2_1",
  "logic_area_um2": 336.6,
  "grt_max_degree": 8,
  "path_class": "reg2out",
  "h-tree-depth": 1,
  "ys_cells": 60,
  "cp_max_fo": 2,
  "ff2ff_path_depth": 4,
  "via_count": 514,
  "finalSetupTns_ns": -0.05401,
  "grt_pass1_vias": 488,
  "regArea_um2": 244.0,
  "relSlewSlack_pct": 72.30,
  "tool_warnings": 27,
  "grt_setup_unrepaired": "true",
  "port-buffer-count": 8,
  "synth_area_um2": 565.5,
  "synth.distinct_cells": 23,
  "die_area_mm2": 0.006400,
  "r2r-end": "saveBtn[0]",
  "drtIter0Drc": 31,
  "vdd_drop_max_mv": 0.4042,
  "hold_viol": 0,
  "antenna_found_initial": 0,
  "area_growth_syn_to_layout_pct": 46.02,
  "fin_crit_ns": 1.854,
  "path_clk_slew_ns": 0.08,
  "hold_path_depth": 2,
  "maxCapViolCount": 0,
  "synthAdderAreaFrac_pct": 0,
  "crit_required_ns": 1.44,
  "dp_hpwl_mm": 1.019,
  "crit_path_start_kind": "flop",
  "routabilityCongestion": 0.8319,
  "post-route-drc-count": 0,
  "postCtsSetupRepairBufs": 0,
  "die_w_um": 80,
  "fmax_mhz": 539.4,
  "worst_pin_slew_ns": 0.4098,
  "min_from": "floor[2]",
  "dr.pass1.iters": 4,
  "setup_viol": 1,
  "cts-root-buf": "clkbuf_4",
  "fill_cells": 366,
  "ant_nets": 0,
  "synth_flop_count": 12,
  "mostFrequentLayoutCell": "buf_4",
  "xor_area_share_pct": 1.549,
  "grtUsageTotal_pct": 4.404,
  "reg2reg_from": "floor[1]",
  "core-area_mm2": 0.003416,
  "insertion_delay_ns": 0.28,
  "std_cell_rows": 21,
  "powerDensity_mw_per_mm2": 728.1,
  "numCtsBuffers": 3,
  "utilization_pct": 24.18,
  "syn_avg_cell_area_um2": 9.426,
  "grt_pass1_wl_mm": 2.304,
  "fin_crit_sh_pct": 103.0,
  "slew_viol_final": 0,
  "synth.logic.top_family": "simple AND/OR/NAND/NOR gates",
  "leakagePower_nw": 0.3054,
  "cts_tree": "built",
  "hold_path_end": "floor[2]",
  "initial_core_util_pct": 16.56,
  "insertedDiodeCount": 0,
  "grt_overflow": 0,
  "clk_path_buf_depth": 2,
  "yosys_warnings": 1,
  "reg2reg_setup_slack_ns": 0.51,
  "die_y_um": 80
}
-- report_power, final --
group          internal [mW]  switching, mW
logic                 0.0557         0.0330
clock network          0.123         0.0906
registers              0.278         0.0204
-- worst max path at each step --
| stage | slack (ns) | cells after the start | start | end |
|---|---|---|---|---|
| 5_1_grt | -0.12 | 3 | floor[7] | door |
| 6_report | -0.05 | 3 | floor[7] | door |
| 4_1_cts | -0.07 | 3 | floor[7] | door |
-- kinds of logic (layout without fill, tap and decap cells) --
kind of cell / count (synthesis) / after routing
XOR/XNOR: 1 / 1
AND-OR/OR-AND: 12 / 12
flip-flops: 12 / 12
buffers and inverters: 2 / 23
AND/OR/NAND/NOR: 29 / 29
multiplexers: 4 / 4
-- metal layers --
layer | wire length, um | GRT usage [%] | vias up
met2 | 479 | 5.457 | 22
li1 | - | - | 264
met4 | 13 | 0.5282 | 0
met1 | 642 | 6.360 | 226
met3 | 163 | 2.727 | 2
met5 | 0 | 0 | -
-- state kept, by name, summed over array words and instances, names as in the netlist --
| signal | flops |
|---|---|
| floor | 8 |
| saveBtn | 4 |
-- synth_stat cells, drive strengths merged --
cell,number,area [um2]
nand2b,5,31.28
a31oi,2,12.51
xnor2,1,8.760
a221o,1,10.01
buf,1,5.000
clkbuf,1,3.750
nand4b,1,8.760
o21a,1,7.510
mux2i,4,40.04
nor2,5,18.77
or4,3,26.27
o21ai,1,5.000
nor4,1,21.27
o311ai,1,16.27
or2b,1,7.510
a21oi,5,25.02
nor3,4,20.02
nand2,7,26.28
nor4b,2,23.77
dfxtp,12,240.2
o31ai,1,7.510
-- through the flow --
step	cells	hold WS (ns)	worst slack, ns	area (um2)
2_1_floorplan	60	0.4294	0.4124	565.5
3_3_place_gp	123	0.5050	-0.4316	777.0
3_5_place_dp	123	0.5122	-0.4609	777.0
4_1_cts	127	0.5226	-0.07371	820.8
5_1_grt	127	0.5644	-0.1214	825.8
6_report	127	0.5216	-0.05401	825.8
-- worst max-delay path: stages, from the launching register on --
cell and delay, ns:
dfxtp_2 0.32, or4_4 0.55, o311ai_4 0.21, buf_2 0.13
-- repair_timing --
item	in CTS	in global routing
gates resized	14	2
endpoints found under the setup margin	3	2
pin swaps	1	0
cloned	0	0
-- final cells by class --
type	instances	area share (%)
timing repair buffer	19	18.33
multi-input combinational	46	40.76
tap	46	6.970
clock buffer	4	4.394
sequential	12	29.55
